===== ./design.v =====
`timescale 1ns / 1ps
module serial_2scomp(
    input xin, clk, reset_n,
    output yout
    );
parameter S0=3'b000, S1=3'b001, S2=3'b011, S3=3'b010, S4=3'b110, S5 =3'b111;
reg [2:0] M1_q, M1_d, M2_q, M2_d;
reg y1out, y2out;
assign yout = y2out;
always @(posedge clk or negedge reset_n)
begin
  if (reset_n==0) 
    begin  M1_q <= S0; M2_q <= S4; end
  else
    begin M1_q <= M1_d; M2_q <= M2_d; end
end
always @(M1_q)
begin
  M1_d = M1_q; y1out = 1'b0;
  case (M1_q)
    S0: M1_d = S1;
    S1: M1_d = S2;
    S2: M1_d = S3;
    S3: begin M1_d = S0; y1out = 1'b1; end
    default: M1_d = S0;
    endcase
end
always @(*)
begin
  M2_d = M2_q; y2out =1'b0;
  case (M2_q)
    S4: begin 
           y2out = xin;
           if ((xin==1'b1) && (y1out==1'b0)) M2_d = S5; else M2_d = S4;
        end
    S5: begin
           y2out = ~xin;
           if (y1out==1'b1) M2_d = S4; else M2_d = S5;
        end
    default: M2_d = S4;
  endcase
 end  
endmodule

===== ./run.sh =====
#!/bin/bash
# OpenROAD 26Q1-2900-gdf79404cd8, Yosys 0.63+post, stock flow scripts
make -C /OpenROAD-flow-scripts/flow DESIGN_CONFIG=/design/flow/config.mk WORK_HOME=/design/flow/orfs finish

===== ./config.mk =====
export PLATFORM = sky130hd
export DESIGN_NAME = serial_2scomp
export DESIGN_NICKNAME = serial_2scomp
export VERILOG_FILES = /design/flow/design.v
export SDC_FILE = /design/flow/constraint.sdc
export NUM_CORES = 4
export LEC_CHECK = 1
export CORE_AREA = 10 10 70 70
export DIE_AREA = 0 0 80 80

===== ./constraint.sdc =====
current_design serial_2scomp

set clk_period 1.0
set clk_io_pct 0.2

create_clock -name clk0 -period $clk_period [get_ports {clk}]

set non_clock_inputs [all_inputs -no_clocks]
set_input_delay [expr $clk_period * $clk_io_pct] -clock clk0 $non_clock_inputs
set_output_delay [expr $clk_period * $clk_io_pct] -clock clk0 [all_outputs]

==> notes.md <==
run results: Worst Setup End Kind primary output, Syn Area/Cell 15.8 um2, Post-Synthesis Cells 12, hold crit path type in2async, violated checks setup timing, hold_ws 0.201 ns, maximum root-to-sink buffer count 2, Cell Type Count 6, worst rel slew slack 0.814, Leak 0.135 nW, FP Util 0.0557, Tot Pwr 0.000504 W, yosys stat chip area 190 um2, diodes inserted 0, grt ovf 0, crit path DRT 0.80 ns, Crit path arrival time 0.98 ns, RePlAce Congestion 0.661, I/O pin total 4, Buf+Inv Stages, Crit Path 1, CP max FO 2, DIE AREA 6400 um2, CTS Hold Bufs 0, # Max-Cap Violations 0, vias in the first global route 155, CTS tree yes, status complete, but fails checks, kind of critical path reg2out, Reg clk slew, reported paths 0.04 ns, max-slew violations 0, Worst path max stage delay 0.37 ns, H-tree depth 1, final period utilization 1.18, post-route cell area 324 um2, yosys warns 1, Top Layout Cells dfrtp_1 (4), buf_4 (4), a21oi_1 (3), clkbuf_4 (3), dfstp_2 (2), Fmax 0.846 GHz, Worst-Margin Slew 0.278 ns, Flops after synth 6, WL final 395 um, PortBufs 3, Die W 80 um, min Tclk post-route 1.18 ns, core area 3420 um2, cell family with most CP delay flip-flops, Synth-to-Final Area Change 70.4%, worst-case vdd ir drop 334 uV, Critical Path, Cell by Cell mux2_4 > buf_2, Startpoint Class register, Clock Sink Count 6, register share after synthesis 0.803, clk latency late pin 0.24 ns, P per Cell Area 1560 nW/um2, drt first pass iters 3, antenna-violating nets left 0, DR iter-0 viols 15, fraction of layout cells with a size suffix above 1 0.500, DRC errors left 0, Final setup violation count 1, global-route wire length before repair 703 um, all-layer global routing usage 0.0151, final hold violation count 0, unrepaired setup endpoints after global routing yes, worst setup slack after layout -0.183 ns, WL per Instance 5.81 um, CTS buffer count 3, clock root cell clkbuf_4, pin count of the biggest net entering global routing 7, Mapped Area 190 um2, Critical-path top delay cell dfrtp_1, Log Warnings 27, DR vias 124, Detail Placement HPWL 290 um, Vias/cell 1.82, Worst Clk Skew 0.000907 ns, die height 80 um, Yosys Instances 12, Std-Cell Rows 21, dpl cell area 300 um2, initial antenna violation count 0
## per-layer routing
layer  vias up  track usage  wire length (um)
met2         7       0.0177               129
met3         0       0.0227               111
met1        58       0.0148               153
met4         0      0.00176                 0
met5         -            0                 0
li1         59            -                 -
## worst reg2reg max path: cells and delay by family (launching register included)
kind	cells	cell delay, ns
AOI/OAI and AO/OA	1	0.11
buffers and inverters	2	0.25
DFF	1	0.37
and+or+nand+nor	1	0.05
## synth_stat cells (all sizes together)
master  instances  share of area
dfstp           2           0.28
nor2            1          0.020
inv             1          0.020
a21oi           3          0.079
dfrtp           4           0.53
mux2            1          0.079
## per-stage QoR
stage | util | setup WS [ns] | std cells | TNS (ns)
after global routing | 0.0949 | -0.228 | 68 | -0.228
after detailed placement | 0.0879 | -0.623 | 64 | -0.753
after CTS | 0.0927 | -0.194 | 67 | -0.194
after floorplan | - | 0.171 | 12 | 0
final | 0.0949 | -0.183 | 68 | -0.183
after global placement | 0.0879 | -0.611 | 64 | -0.699
## registers in the layout, indices dropped and copies added (netlist names)
signal	count
M1_q	4
M2_q	2
## timing repair
item                                   4_1_cts  5_1_grt
endpoints found under the hold margin        0        0
cloned                                       0        0
setup endpoints to repair                    1        1
pin swaps                                    0        0
gates resized                                4        0
buffers inserted                             0        1
## power breakdown
group	internal [W]	leakage, nW	switching (W)
sequential	0.000247	0.0731	0.00000150
clock	0.000136	0.0138	0.0000843
combinational	0.0000232	0.0478	0.0000127
## path summary, 6_finish.rpt
kind,from,endpoint,slack (ns),depth (start not counted)
max in group asynchronous,reset_n,M1_q[0],0.53,1
setup / recovery,M2_q[1],yout,-0.18,2
hold / removal,reset_n,M1_q[1],0.20,1
hold reg to reg,M1_q[3],M1_q[1],0.36,0
setup reg to reg,M2_q[1],M2_q[1],0.11,4
min in group clk0,M1_q[3],M1_q[1],0.36,0
## cell families after synthesis
kind of cell / Yosys count / share of synthesized area
AOI/OAI and AO/OA: 3 / 0.0789
buffers and inverters: 1 / 0.0197
DFF: 6 / 0.803
muxes: 1 / 0.0789
and+or+nand+nor: 1 / 0.0197
## layout make-up
class	count	area, um2
Inverter	1	3.75
Tap cell	46	57.6
Timing Repair Buffer	7	53.8
Clock buffer	3	22.5
Fill cell	398	3090
Multi-Input combinational cell	5	33.8
Sequential cell	6	153
Power is estimated from default activity; no workload was simulated.
