`design.v`:
```
`timescale 1ns / 1ps
module fulladd(
    input a,b,cin,
    output sum,cout    
    );
assign sum = a^b^cin;
assign cout = (a&b)|(a&cin)|(b&cin);
endmodule
module rshiftreg1(
    input clk,load,rshift,
    input [15:0] data,
    output reg [15:0] dout
    );
always @(posedge clk)begin
if (load) dout <= data;
else if (rshift) dout <= {1'b0,dout[15:1]};
end
endmodule
module rshiftreg2(
    input clk,rshift,clear,sdin,
    output reg [15:0] dout
    );
always @(posedge clk)begin
if (rshift) dout <= {sdin,dout[15:1]};
else if (clear) dout <= 0;
end
endmodule
module dff(
    input clk, din,clear,
    output reg qout
    );
always @(posedge clk)
begin
if (clear) qout <= 1'b0;
else qout <= din;
end
endmodule    
module counter(
    input clk, dcr,load,
    input [4:0] din,
    output reg [4:0] dout
    );
always @(posedge clk)
begin
if (load) dout <= din;
else if (dcr) dout<= dout-1;
end
endmodule
module comparator(
    input [3:0] data,
    output eqz
    );
assign eqz = (data==0); 
endmodule
module datapath(
    input [15:0]dataA,dataB,
    input [4:0]datactr,
    input clk,ldA,ldB,ldctr,clrsum,clrdff,rightsft,decctr,
    output eqz,
    output reg [15:0]fresult,
    output reg [4:0]ctrout
    );
wire cin,cout,z;
wire [15:0]x,y;
rshiftreg1 A(clk,ldA,rightsft,dataA,x);
rshiftreg1 B(clk,ldB,rightsft,dataB,y);
fulladd add(x[0],y[0],cin,z,cout);
rshiftreg2 result(clk,rightsft,clrsum,z,fresult);
counter ctr(clk,decctr,ldctr,datactr,ctrout);
comparator cmp(ctrout, eqz);
dff carry(clk,cout,clrdff,cin);
endmodule
module controller(
    input clk,start,eqz,
    output reg ldA, ldB, clrdff, clrsum, done,decctr,ldctr,rightsft
    );
reg [1:0]cur_state=0, nxt_state=0;
parameter s0=0,s1=1,s2=2,s3=3;
always @(posedge clk)
begin
cur_state <= nxt_state;
end
always @(*)
begin 
case(cur_state)
s0: if (start) nxt_state=s1;
s1: nxt_state=s2;
s2: if (eqz) nxt_state=s3;
s3: nxt_state=s0;
default: nxt_state=s0;
endcase
end
always@(*)
begin
case(cur_state)
s0: begin
    clrdff=1; clrsum=1;ldA=0;ldB=0; decctr=0;
    end
s1: begin
    ldA=1; ldB=1;clrsum=0;ldctr=1;clrdff=0;
    end
s2: begin
    ldA=0;ldB=0;ldctr=0;rightsft=1;decctr=1;   
    end
s3: begin
    rightsft=0;decctr=0;done=1;
    end
endcase
end
endmodule
module serial_adder(
    input start,clk,
    input [15:0]data1,data2,
    input [4:0]datactr,
    output reg done,
    output reg [15:0]sumout
    );
 wire ldA,ldB,ldctr,clrsum,clrdff,rightsft,decctr,eqz;
 datapath d(data1,data2,datactr,clk,ldA,ldB,ldctr,clrsum,clrdff,rightsft,decctr,eqz,sumout);
 controller c(clk,start,eqz,ldA, ldB, clrdff, clrsum, done,decctr,ldctr,rightsft);
endmodule
```
`run.sh`:
```
#!/bin/bash
# OpenROAD 26Q1-2900-gdf79404cd8, Yosys 0.63+post, stock flow scripts
make -C /OpenROAD-flow-scripts/flow DESIGN_CONFIG=/design/flow/config.mk WORK_HOME=/design/flow/orfs finish
```
`config.mk`:
```
export PLATFORM = sky130hd
export DESIGN_NAME = serial_adder
export DESIGN_NICKNAME = serial_adder
export VERILOG_FILES = /design/flow/design.v
export SDC_FILE = /design/flow/constraint.sdc
export NUM_CORES = 4
export LEC_CHECK = 1
export CORE_UTILIZATION = 30
```
`constraint.sdc`:
```
current_design serial_adder

set clk_period 1.8
set clk_io_pct 0.2

create_clock -name clk0 -period $clk_period [get_ports {clk}]

set non_clock_inputs [all_inputs -no_clocks]
set_input_delay [expr $clk_period * $clk_io_pct] -clock clk0 $non_clock_inputs
set_output_delay [expr $clk_period * $clk_io_pct] -clock clk0 [all_outputs]
```
==> impl_metrics.json <==
{
  "synth-seq-cells": 62,
  "unclocked_pins": 7,
  "num_vias": 1298,
  "design_area_mm2": 0.00329,
  "fp_util_pct": 31.3,
  "hold_viol_final": 0,
  "p_clk_share_pct": 28.9,
  "p_int_uw": 1840,
  "grt_pass1_wl_mm": 5.82,
  "tightest_slew_ns": 0.807,
  "hpwlAfterDp_mm": 2.46,
  "finalSetupViolCount": 0,
  "powerDensity_mw_per_mm2": 696,
  "crit_family": "buffers and inverters",
  "syn_area_per_cell_um2": 17.1,
  "grt-ovfl-total": 0,
  "irDropWorstVdd_v": 0.000322,
  "combinationalPowerShare_pct": 7.0,
  "ys_cells": 153,
  "drv_cap": 0,
  "grt_max_degree": 34,
  "cts_resized": 0,
  "cp.arrival_ns": 1.15,
  "hp-class": "reg -> reg",
  "rows": 33,
  "untimed_endpoints": 61,
  "clock_path_buffers": 2,
  "synth_warnings": 6,
  "status": "finished, final reports clean",
  "warnings": 30,
  "cts_root_buf": "clkbuf_8",
  "relSlewSlack_pct": 46.2,
  "sw_frac_of_total_pct": 19.5,
  "p_switching_uw": 447,
  "edf_count": 52,
  "layout_min_cycle_time_ns": 1.51,
  "crit_fanout": 2,
  "place_area_mm2": 0.00320,
  "p_leak_uw": 0.00126,
  "wire_per_inst_um": 12.0,
  "worstSetupEndpointType": "output port",
  "syn_area_mm2": 0.00261,
  "seqPwrFrac_pct": 64.1,
  "place.gp.congestion": 0.749,
  "worst_setup_path_start_kind": "register",
  "clkSlewWorstSetupHoldPaths_ns": 0.10,
  "drc": 0,
  "ioPinCount": 56,
  "path_class": "reg -> out",
  "rsz0062_at_grt": "no",
  "fmax_mhz": 664,
  "cts_buffers": 5,
  "via_per_inst": 4.15,
  "clkLatencyLatePin_ns": 0.30,
  "die_w_um": 95.3,
  "h-tree-depth": 2,
  "postSynth.topFlopCell": "edfxtp_1",
  "async_flop_share_pct": 0,
  "dieArea_mm2": 0.00909,
  "drtIter0Drc": 44,
  "place_ws_ns": 0.469,
  "fin_worst_skew_ns": 0.00826,
  "maxSlewViolCount": 0,
  "firstDrtPassIters": 3,
  "fp.dieH_um": 95.3,
  "synthCells": 153,
  "coreArea_mm2": 0.00834,
  "drive_gt1_share_pct": 20.2,
  "tritoncts": "built",
  "max_stage_delay_ns": 0.47,
  "worst_slack_ns": 0.295,
  "crit_slowest_cell": "clkdlybuf4s50_1",
  "port_buffers": 53,
  "postCtsHoldBufs": 0,
  "crit_required_ns": 1.44,
  "cts_setup_buffers": 0,
  "cp_num_buf_inv": 1,
  "grt_pass1_vias": 1190,
  "path_cells": "clkdlybuf4s50_1",
  "ys_types": 27,
  "drtAntennaViolNets": 0,
  "synth_chip_area_mm2": 0.00261,
  "drt-total-wl_mm": 3.76,
  "groute.usage.overall_pct": 8.86,
  "period_used_pct": 83.6,
  "fin_util_pct": 39.4,
  "antenna_cells": 0,
  "antenna_found_initial": 0,
  "syn2layout_area_growth_pct": 25.8,
  "setup-tns-final_ns": 0
}
-- state kept, by name (all words and copies together) (netlist names) --
signal / count
c.rightsft: 1
d.ctr.dout: 4
d.A.dout: 16
c.clrsum: 1
d.B.dout: 16
d.result.dout: 16
c.cur_state: 2
c.decctr: 1
c.nxt_state: 2
c.ldA: 1
c.ldctr: 1
d.carry.qout: 1
-- stage by stage --
stage	cells	hold WS, ns	total power (uW)
after detailed placement	305	0.534	1660
after global placement	305	0.533	1660
final	313	0.548	2290
after CTS	313	0.548	2320
after floorplan	153	0.503	1550
after global routing	313	0.568	2390
-- cell usage in the layout, fill, tap and decap left out --
| cell | n |
|---|---|
| dlxtn_1 | 5 |
| ha_1 | 6 |
| clkinv_1 | 2 |
| or2b_1 | 1 |
| inv_1 | 9 |
| conb_1 | 1 |
| mux2_2 | 3 |
| xnor2_1 | 1 |
| nor4_1 | 1 |
| clkbuf_8 | 5 |
| mux2_4 | 27 |
| nand2_1 | 4 |
| dfxtp_1 | 3 |
| fa_1 | 1 |
| o22ai_1 | 1 |
| edfxtp_1 | 52 |
| buf_4 | 1 |
| nor2b_1 | 1 |
| dlxtp_1 | 1 |
| clkinvlp_4 | 1 |
| o21ai_0 | 2 |
| or2_2 | 4 |
| and2_1 | 18 |
| nor3b_1 | 1 |
| clkdlybuf4s50_1 | 53 |
| dlxtn_2 | 1 |
| mux2i_1 | 1 |
| o31a_1 | 2 |
-- power groups by stage --
stage	Clock [uW]	Combinational [uW]	Sequential, uW
6_report	660	161	1470
5_1_grt	740	173	1470
4_1_cts	695	163	1470
-- cell usage after synthesis (all sizes together) (2+ instances only) --
library cell,n,area (um^2)
or2,4,25.0
dfxtp,3,60.1
o31a,2,17.5
o21ai,2,10.0
inv,9,33.8
and2,18,113
ha,6,75.1
mux2,30,439
nand2,4,15.0
edfxtp,52,1560
buf,5,73.8
dlxtn,6,90.1
clkbuf,2,7.51
-- cells by family after synthesis --
logic type | after synthesis | share of synthesized area (%)
other | 1 | 0.144
XOR/XNOR | 1 | 0.335
adder cells (fa/ha/maj) | 7 | 3.64
AND-OR/OR-AND | 5 | 1.29
buffers and inverters | 16 | 4.41
flip-flops | 55 | 62.1
AND/OR/NAND/NOR | 30 | 6.90
latches | 7 | 4.02
multiplexers | 31 | 17.2
-- routing by layer --
layer,routed length [um],track usage [%]
met5,0,0
met4,27,0.884
met3,364,3.65
met2,1520,11.9
met1,1850,14.6
-- area by class of cell --
class / instances / area [um^2]
Tap cell: 105 / 131
Timing Repair Buffer: 54 / 538
Clock buffer: 5 / 68.8
Inverter: 9 / 33.8
Clock inverter: 3 / 15.0
Fill cell: 798 / 5050
Sequential cell: 62 / 1730
Multi-Input combinational cell: 75 / 771
-- path summary, 6_finish.rpt --
| path | from | end | slack, ns | cells after the start |
|---|---|---|---|---|
| max | d.result.dout[12] | sumout[12] | 0.29 | 1 |
| min reg2reg | d.B.dout[10] | d.B.dout[9] | 0.55 | 1 |
| min | d.B.dout[10] | d.B.dout[9] | 0.55 | 1 |
| max reg2reg | d.B.dout[0] | d.result.dout[15] | 0.54 | 2 |
Power figures rest on the tool's default switching activity, not on a simulated workload.
